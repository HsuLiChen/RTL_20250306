### flow/design.v
module control(clk,rst_n,seq_rdy,data_ack,currentState,inputBit);
	input clk,rst_n;
	input seq_rdy;
	output reg data_ack;
	output reg [1:0] currentState;
   output reg inputBit;
	reg [3:0] count_state;
	always@(posedge clk or negedge rst_n)begin
		if(!rst_n)begin
			currentState <= 2'b11;
		end else if(seq_rdy && inputBit)begin
			if(currentState == 3)begin
				currentState <= 2'b00;
			end else begin
				currentState <= currentState + 1;
			end
		end
	end
	always@(posedge clk or negedge rst_n)begin
		if(!rst_n)begin
			inputBit <= 1 ; 
		end else begin
			inputBit <= ~inputBit;  
		end
	end
	always@(posedge clk or negedge rst_n)begin
		if(!rst_n)begin
			data_ack <= 0 ; 
		end else if (count_state == 8)begin
			data_ack <= 1;  
		end else begin
			data_ack <= 0;
		end
	end
	always @(posedge clk or negedge rst_n) begin
		if (!rst_n) begin
			count_state <= 8;
		end else begin
			if (count_state == 8) begin
				count_state <= 1;
			end else begin
				count_state <= count_state + 1;
			end    
		end
	end
endmodule
### flow/run.sh
#!/bin/bash
# OpenROAD 26Q1-2900-gdf79404cd8, Yosys 0.63+post, stock flow scripts
make -C /OpenROAD-flow-scripts/flow DESIGN_CONFIG=/design/flow/config.mk WORK_HOME=/design/flow/orfs finish
### flow/config.mk
export PLATFORM = sky130hd
export DESIGN_NAME = control
export DESIGN_NICKNAME = control
export VERILOG_FILES = /design/flow/design.v
export SDC_FILE = /design/flow/constraint.sdc
export NUM_CORES = 4
export LEC_CHECK = 1
export CORE_AREA = 10 10 70 70
export DIE_AREA = 0 0 80 80
### flow/constraint.sdc
current_design control

set clk_period 1.9
set clk_io_pct 0.2

create_clock -name clk0 -period $clk_period [get_ports {clk}]

set non_clock_inputs [all_inputs -no_clocks]
set_input_delay [expr $clk_period * $clk_io_pct] -clock clk0 $non_clock_inputs
set_output_delay [expr $clk_period * $clk_io_pct] -clock clk0 [all_outputs]
==> run_results.csv <==
group,metric,value,unit
timing,whs,0.3899,ns
layout,fillers,390,
layout,mostFrequentLayoutCells,"clkdlybuf4s50_1 (6), dfrtp_1 (4), dfstp_2 (4)",
detailed_routing,vias,226,
flow_run,cap_violations,0,
detailed_routing,vias_per_cell,2.690,
detailed_routing,antenna_cells,0,
detailed_routing,drc,0,
power_and_ir_drop,intPower,0.3513,mW
clock_network,clock_path_buffers,2,
layout,layout.cells.most_common,"clkdlybuf4s50_1",
min_path,hp-class,"in -> async",
setup_path,cp_cell_sequence,"clkdlybuf4s50_1",
power_and_ir_drop,p_seq_frac,0.503,
clock_network,cts_setup_buffers,0,
synthesis,ys.flop_type,"dfstp_2",
detailed_routing,route.met3.wl,99,um
detailed_routing,routed_wl,599,um
clock_network,worstSkewPairLatency,0.26,ns
timing,setup-violations-final,0,
synthesis,syn-instance-count,28,
global_route,grt_max_degree,9,
synthesis,synth_cell_types,14,
synthesis,async_reset_ff_frac,1.000,
synthesis,ys_chip_area,356.6,sq um
setup_path,worstSetupPathType,"reg -> out",
detailed_routing,top_layer,"met3",
global_route,grt_pass1_wl,1.048,mm
clock_network,cts_resized,0,
synthesis,netlist_area,356.6,sq um
setup_path,cpPeakStageDelay,0.54,ns
timing,hold_viol_final,0,
timing,maxSlewViolCount,0,
clock_network,cts_buffers,3,
power_and_ir_drop,swShare,0.2146,
setup_path,critical_path_buf_inv_count,1,
detailed_routing,first_iter_violations,9,
detailed_routing,detail-route-antenna-nets,0,
synthesis,synth_flops,8,
synthesis,ys_cells,28,
synthesis,ys_seq_share,0.5754,
clock_network,path_clk_slew,0.06,ns
clock_network,cts-root-buf,"clkbuf_4",
timing,worst_pin_slew,0.3440,ns
detailed_routing,dr_wl_met2,205,um
die,ios,7,
die,rows,21,
timing,maxSlewHeadroom,0.7699,
setup_path,critical-path-top-delay-family,"flip-flops",
clock_network,cts_hold_buf,0,
power_and_ir_drop,p_leak,0.2049,nW
detailed_routing,wl_per_cell,7.131,um
die,die_w,80,um
power_and_ir_drop,pwr-share-clk,0.312,
die,chipArea,6400,sq um
power_and_ir_drop,switchingPower,0.09599,mW
layout,final_area,500.5,sq um
synthesis,syn_avg_cell_area,12.74,sq um
timing,min_period,1.639,ns
clock_network,cts_tree,"yes",
clock_network,cts-htree-levels,1,
setup_path,crit_path_start_kind,"flop",
timing,fin_setup_tns,0,ns
layout,final_core_util,0.1465,
placed_design,gp_congestion,0.7616,
layout,drive_above_1_share,0.2895,
timing,skew,0.008096,ns
die,die_h,80,um
die,core,3416,sq um
setup_path,path_max_fanout,3,
power_and_ir_drop,vdd_drop_max,0.1839,mV
setup_path,required,1.52,ns
setup_path,end_kind,"output pin",
timing,period_used_share,0.8628,
placed_design,place_area,474.2,sq um
power_and_ir_drop,power.share.combinational,0.185,
placed_design,hpwlAfterDp,485.2,um
clock_network,clkSinkCount,8,
global_route,grt_pass1_vias,229,
detailed_routing,first_pass_iters,3,
layout,register_area,205.2,sq um
detailed_routing,wl_met1,294,um
synthesis,ys_warn_count,1,
synthesis,edf_count,0,
power_and_ir_drop,power_density,893.8,nW/um^2
flow_run,warning_count,26,
global_route,antenna_found_initial,0,
die,fp_util,0.1044,
status,status,"finished clean",
setup_path,crit_slowest_cell,"dfstp_2",
layout,final-comb-area,140.1,sq um
layout,area_growth,40.35,%
global_route,grt_overflow,0,
global_route,track_usage,0.02165,
power_and_ir_drop,report.power.total,0.4473,mW
setup_path,cp.arrival,1.26,ns
timing,fmax,610.0,MHz
timing,rsz0062_at_grt,"no",
placed_design,numPortBuffers,6,
layout make-up:
cell class                      count  area share
Sequential cell                     8      0.4100
Multi-Input combinational cell     17      0.2800
Clock buffer                        4     0.05250
Tap cell                           46      0.1150
Inverter                            3     0.02250
Timing Repair Buffer                6      0.1200
cells in the mapped netlist (all sizes together), types with 2 or more instances:
cell type,count,area share
mux2,2,0.063
nor2,2,0.021
dfstp,4,0.29
inv,3,0.032
dfrtp,4,0.28
nand2,3,0.032
ha,3,0.11
per-layer routing:
| metal | up-vias | global-route usage |
|---|---|---|
| li1 | 115 | - |
| met1 | 103 | 0.02632 |
| met2 | 8 | 0.02408 |
| met3 | 0 | 0.02500 |
| met4 | 0 | 0.003521 |
| met5 | - | 0 |
logic make-up (layout without fill, tap and decap cells):
family / Yosys count / in the layout / synth area share
fa+ha+maj: 3 / 3 / 0.1053
flops: 8 / 8 / 0.5754
mux: 3 / 3 / 0.09122
compound gates: 3 / 3 / 0.07718
simple gates: 8 / 8 / 0.1193
buf+inv: 3 / 13 / 0.03158
through the flow:
step	setup slack, ns	std cells
floorplan	0.7938	28
global placement	0.5307	80
detailed placement	0.5214	80
CTS	0.2395	84
global route	0.2074	84
finish	0.2607	84
final timing paths:
check                             endpoint            from  slack [ns]  depth (start not counted)
setup / recovery                  inputBit        inputBit        0.26                          1
hold / removal              count_state[2]           rst_n        0.39                          1
setup reg to reg            count_state[3]  count_state[0]        0.72                          4
hold reg to reg                   inputBit        inputBit        0.45                          1
max in group asynchronous  currentState[1]           rst_n        1.20                          1
min in group clk0                 inputBit        inputBit        0.45                          1
power by group through the flow:
stage / Clock, mW / Sequential [mW] / Combinational [mW]
after CTS: 0.148 / 0.225 / 0.0857
after global routing: 0.164 / 0.230 / 0.0939
final: 0.139 / 0.225 / 0.0827
flip-flops by register name (all words and copies together) (netlist names):
register	flops
count_state	4
currentState	2
data_ack	1
inputBit	1
No activity file was given, so power comes from the tool's default toggle rates.
