### /design/flow/run.sh
#!/bin/bash
# OpenROAD 26Q1-2900-gdf79404cd8, Yosys 0.63+post, stock flow scripts
make -C /OpenROAD-flow-scripts/flow DESIGN_CONFIG=/design/flow/config.mk WORK_HOME=/design/flow/orfs finish
### /design/flow/constraint.sdc
current_design PMU

set clk_period 14.8
set clk_io_pct 0.2

create_clock -name clk0 -period $clk_period [get_ports {clk}]

set non_clock_inputs [all_inputs -no_clocks]
set_input_delay [expr $clk_period * $clk_io_pct] -clock clk0 $non_clock_inputs
set_output_delay [expr $clk_period * $clk_io_pct] -clock clk0 [all_outputs]
### /design/flow/config.mk
export PLATFORM = sky130hd
export DESIGN_NAME = PMU
export DESIGN_NICKNAME = PMU
export VERILOG_FILES = /design/flow/design.v
export SDC_FILE = /design/flow/constraint.sdc
export NUM_CORES = 4
export LEC_CHECK = 1
export CORE_UTILIZATION = 50
### /design/flow/design.v
module PMU (
    input clk,
    input rst_n,
    input [2:0] hamming_dist,
    input [1:0] currentState,
    input inputBit,
	output reg [15:0]decoded_msg,
	output reg [15:0]decoded_msg_test
	); 
parameter depth = 15;
reg [3:0] path_metrics [0:3];
reg [3:0] new_metrics [0:3];
wire [3:0] candidate_metric;
reg [1:0] nextState;
reg [3:0] count;
reg [15:0] survivors [0:3];
reg [15:0] new_survivors [0:3];
reg [1:0] new_path;
reg [3:0] bit_count [0:3]; 
reg [3:0] min_value;
reg [1:0] final_state;
reg [3:0] valid_count;
assign candidate_metric = path_metrics[currentState] + hamming_dist;
always @(posedge clk or negedge rst_n) begin
	if (!rst_n) begin
		path_metrics[0] <= 4'd0;
		path_metrics[1] <= 4'd3;
		path_metrics[2] <= 4'd3;
		path_metrics[3] <= 4'd3;
	end else if (count == 8) begin
		path_metrics[0] <= new_metrics[0];
		path_metrics[1] <= new_metrics[1];
		path_metrics[2] <= new_metrics[2];
		path_metrics[3] <= new_metrics[3];
	end
end
always @(posedge clk or negedge rst_n) begin
	if (!rst_n) begin
		new_metrics[0] <= 4'd3;
		new_metrics[1] <= 4'd3;
		new_metrics[2] <= 4'd3;
		new_metrics[3] <= 4'd3;
	end else if (count == 8 && valid_count < 12) begin
		new_metrics[0] <= 4'd3;
		new_metrics[1] <= 4'd3;
		new_metrics[2] <= 4'd3;
		new_metrics[3] <= 4'd3;
	end else begin
		if (candidate_metric < new_metrics[nextState]) begin
			case (nextState)
				2'd0: new_metrics[0] <= candidate_metric;
				2'd1: new_metrics[1] <= candidate_metric;
				2'd2: new_metrics[2] <= candidate_metric;
				2'd3: new_metrics[3] <= candidate_metric;
			endcase
		end
	end
end
always @(posedge clk or negedge rst_n) begin
	if (!rst_n) begin
		survivors[0] <= 0;
		survivors[1] <= 0;
		survivors[2] <= 0;
		survivors[3] <= 0;
	end else begin
		if(count == 8)begin
			survivors[0] <= new_survivors[0];
			survivors[1] <= new_survivors[1];
			survivors[2] <= new_survivors[2];
			survivors[3] <= new_survivors[3];
		end
		if(bit_count[0] >= depth || bit_count[1] >= depth || bit_count[2] >= depth || bit_count[3] >= depth)begin
			survivors[0] <= 16'd0;
			survivors[1] <= 16'd0;
			survivors[2] <= 16'd0;
			survivors[3] <= 16'd0;
		end
	end
end
always @(posedge clk or negedge rst_n) begin
	if(!rst_n)begin
		bit_count[0] <= 4'd0;
		bit_count[1] <= 4'd0;
		bit_count[2] <= 4'd0;
		bit_count[3] <= 4'd0;
	end else begin
		if(count == 8)begin
			bit_count[0] <= bit_count[0] + 4'd1;
			bit_count[1] <= bit_count[1] + 4'd1;
			bit_count[2] <= bit_count[2] + 4'd1;
			bit_count[3] <= bit_count[3] + 4'd1;
		end
		if(bit_count[0] >= depth || bit_count[1] >= depth || bit_count[2] >= depth || bit_count[3] >= depth)begin
			bit_count[0] <= 4'd0;
			bit_count[1] <= 4'd0;
			bit_count[2] <= 4'd0;
			bit_count[3] <= 4'd0;
		end
	end
end
always @(posedge clk or negedge rst_n) begin
	if(!rst_n)begin
		decoded_msg <= 16'b0;
	end else if(bit_count[0] >= depth || bit_count[1] >= depth || bit_count[2] >= depth || bit_count[3] >= depth)begin
		decoded_msg <= survivors[final_state];
	end else begin
		decoded_msg_test <= survivors[final_state];
	end
end
always @(posedge clk or negedge rst_n) begin
	if(!rst_n)begin
		min_value <= 4'b0;
		final_state <= 2'b0;
	end else begin
		min_value <= new_metrics[0];
		if(new_metrics[1] < min_value)begin
			min_value <= new_metrics[1];
			final_state <= 1;
		end else if(new_metrics[2] < min_value)begin
			min_value <= new_metrics[2];
			final_state <= 2;
		end else if(new_metrics[3] < min_value) begin
			min_value <= new_metrics[3];
			final_state <= 3;
		end
	end
end
always @(posedge clk or negedge rst_n) begin
	if (!rst_n) begin
		new_survivors[0] <= 0;
		new_survivors[1] <= 0;
		new_survivors[2] <= 0;
		new_survivors[3] <= 0;
	end else begin
		if (candidate_metric < new_metrics[nextState]) begin
			case (nextState)
				2'd0:new_survivors[0] <= {survivors[currentState][11:0], inputBit}; 
				2'd1:new_survivors[1] <= {survivors[currentState][11:0], inputBit}; 
				2'd2:new_survivors[2] <= {survivors[currentState][11:0], inputBit}; 
				2'd3:new_survivors[3] <= {survivors[currentState][11:0], inputBit}; 
			endcase
		end
	end
end
always @(posedge clk or negedge rst_n) begin
	if (!rst_n) begin
		count <= 0;
	end else begin
		if (count == 8) begin
			count <= 1;
		end else begin
			count <= count + 1;
		end    
	end
end
always @(count) begin
	if (!rst_n) begin
		valid_count <= 0;
	end else begin
		if(count == 8)begin
			valid_count <= valid_count +1;
		end
	end
end
always @(*) begin
	if (!rst_n) begin
		nextState = 0;
	end else begin
		case (currentState)
			2'd0: nextState <= (inputBit == 0) ? 2'd0 : 2'd2;
			2'd1: nextState <= (inputBit == 0) ? 2'd0 : 2'd2;
			2'd2: nextState <= (inputBit == 0) ? 2'd1 : 2'd3;
			2'd3: nextState <= (inputBit == 0) ? 2'd1 : 2'd3;
			default: nextState <= 2'd0;
		endcase
	end
end
endmodule
==> impl_metrics.csv <==
group,metric,value,unit
outcome,status,"finished clean",
clocking,cts_resized,0,
drt,detail-route-antenna-nets,0,
job,tool_warnings,26,
pwr,p_comb_share,29.8,%
global_routing,grt_pass1_wl,32.2,mm
setup_path,cp_cell_sequence,"clkdlybuf4s50_1, buf_4, mux4_2, ha_1, fa_1, xnor2_1, inv_1, ha_1, a2111oi_4, nand2_2, a21oi_2, buf_4, mux2_2",
global_routing,grt_pass1_vias,6030,
global_routing,grt_max_degree,77,
setup_path,crit_path_end_kind,"register",
setup_path,crit_path_top_delay_cell,"mux4_2",
setup_path,crit_start,"currentState[1]",
pwr,cellPowerDensity,174,nW/um2
yosys,ys_cells,776,
sta,grt_setup_unrepaired,"no",
setup_path,r2r-start,"path_metrics[3][0]",
pwr,p_clk_share,26.2,%
sta,fin_skew,0.00759,ns
sta,unclocked_pins,4,
drt,route.met2.wl,8.79,mm
min_path,hp-start,"path_metrics[3][1]",
drt,drt_iter0_drc,408,
yosys,synth.distinct_cells,51,
setup_path,cp-start-kind,"input port",
global_routing,antenna_found_initial,0,
yosys,numSynthFlops,193,
clocking,insertion_delay,0.43,ns
drt,diodes,0,
clocking,cts_hold_buf,0,
sta,fin_setup_tns,0,ns
drt,wl_per_cell,18.3,um
pwr,pwr-share-seq,44.0,%
yosys,edf_count,13,
yosys,ys.warnings.count,10,
pwr,power.net_switching,0.579,mW
yosys,ys_area,8760,um2
final_layout,area_delta_synth_final,12.2,%
floorplan,initCoreUtil,51.0,%
yosys,async_flop_share,91.2,%
drt,drc,0,
setup_path,crit_arrival,7.50,ns
yosys,syn_area,8760,um2
floorplan,fp.dieH,134,um
clocking,cts_setup_buffers,0,
placement,place_congestion,0.845,
setup_path,crit_family,"buffers and inverters",
drt,vias,5869,
yosys,yosys-top-cells-count,"nand2_1 (178), dfrtp_1 (162), a21oi_1 (82), mux2_2 (75), nor2_1 (44)",
clocking,numCtsBuffers,17,
yosys,area_leaders,"dfrtp_1 (46%), mux2_2 (9.6%), nand2_1 (7.6%)",
sta,fmax,139,MHz
final_layout,drive_gt1_share,21.0,%
yosys,ff_type,"dfrtp_1",
sta,drv_slew,0,
sta,setup_violations,0,
clocking,cts_tree,"yes",
sta,post-route-period-util,48.5,%
global_routing,overflow,0,
final_layout,nFillCells,1389,
clocking,h-tree-depth,4,
placement,portBuffers,33,
yosys,synth_area_leader_cell,"dfrtp_1",
clocking,clockBufferDepth,2,
job,maxCapViolations,0,
global_routing,grt_use_total,24.1,%
pwr,leakage,4.34,nW
drt,wl_met1,8.51,mm
drt,vias_per_cell,5.68,
floorplan,coreArea,17200,um2
floorplan,io_pins,40,
sta,worstMarginPinSlew,0.841,ns
min_path,min_path_type,"reg -> reg",
drt,dr.pass1.iters,5,
yosys,synthCells,776,
setup_path,worstPathRequired,15.11,ns
sta,untimed_endpoints,4,
drt,dr_wl_met3,1.30,mm
pwr,finalPower,1.71,mW
setup_path,critPathBufInv,4,
drt,top_layer_used,"met4",
sta,min_period,7.18,ns
clocking,cts.clk_slew.worst_paths,0.07,ns
floorplan,die_area,18000,um2
clocking,root_buffer,"clkbuf_16",
drt,routed_wirelength,18.9,mm
pwr,vdd_drop_max,0.0957,mV
setup_path,worstSetupPathType,"in -> reg",
floorplan,std_cell_rows,48,
pwr,internal_power,1.13,mW
yosys,syn_area_per_cell,11.3,um2
placement,dp_hpwl,11.7,mm
sta,finalHoldViolations,0,
floorplan,dieWidth,134,um
sta,slew_headroom,43.9,%
pwr,p_sw_share,33.9,%
yosys,top_cell,"nand2_1",
setup_path,critPathMaxFanout,27,
setup_path,slowest_delay,0.56,ns
yosys,synth_top_area_share,46.3,%
stage by stage:
| step | hold WS, ns | cell area (um2) | util, % | instances | worst slack [ns] |
|---|---|---|---|---|---|
| 6_report | 0.458 | 9830 | 57.2 | 1034 | 7.62 |
| 5_1_grt | 0.490 | 9830 | 57.2 | 1034 | 7.36 |
| 4_1_cts | 0.461 | 9830 | 57.2 | 1034 | 7.66 |
| 3_5_place_dp | 0.449 | 9240 | 53.8 | 1002 | 7.25 |
| 3_3_place_gp | 0.451 | 9240 | 53.8 | 1002 | 7.29 |
| 2_1_floorplan | 0.437 | 8780 | - | 781 | 8.11 |
power groups by stage:
stage	sequential (mW)	combinational [mW]	clock [mW]
finish	0.751	0.509	0.447
global route	0.766	0.568	0.477
CTS	0.749	0.515	0.456
per-layer routing:
layer,track usage (%),vias up
li1,-,2744
met1,38.3,2924
met2,36.1,180
met3,7.18,21
met4,3.18,0
met5,0,-
logic make-up (layout without fill, tap and decap cells):
family,count (synthesis),after routing,share of synthesized area (%)
fa+ha+maj,23,23,3.37
compound gates,127,127,9.46
mux,97,97,14.4
other cells,1,6,0.0428
flops,189,189,55.0
xor+xnor,17,17,1.70
latches,4,4,0.686
buf+inv,61,89,3.53
simple gates,257,257,11.8
flip-flops by register name, summed over array words and instances (netlist names), 13 cells and up:
signal,count
new_survivors,52
survivors,52
bit_count,16
new_metrics,16
path_metrics,16
decoded_msg,13
decoded_msg_test,13
worst register-to-register path, stage by stage (launching register included):
cell,delay [ns]
dfstp_2,0.37
mux4_2,0.46
ha_1,0.22
fa_1,0.39
xnor2_1,0.44
inv_1,0.09
ha_1,0.24
a2111oi_4,0.41
nand2_2,0.15
a21oi_2,0.46
buf_4,0.32
mux2_2,0.36
layout make-up:
type                    instances  area (um2)  share of cell area, %
repair buffers                 48         444                   4.52
clock inverters                15         158                   1.60
flip-flops and latches        193        4870                   49.6
inverters                       9        33.8                  0.344
well taps                     225         282                   2.87
clock buffers                  17         425                   4.33
multi-input cells             527        3610                   36.8
worst paths after layout:
check,end,slack (ns),cells past startpoint
worst max register to register,new_survivors[3][1],10.76,11
worst min register to register,path_metrics[3][1],0.46,2
max in group asynchronous,new_metrics[2][0],11.23,2
worst max-delay path,new_survivors[3][1],7.62,13
min in group asynchronous,decoded_msg[12],2.53,1
worst min-delay path,path_metrics[3][1],0.46,2
cells in the final DEF (no fill, tap or decap), types with 4 or more instances in the layout:
| cell type | count |
|---|---|
| inv_6 | 4 |
| mux2i_1 | 6 |
| xor2_1 | 9 |
| edfxtp_1 | 13 |
| dfrtp_1 | 162 |
| a211oi_1 | 4 |
| nor3_1 | 7 |
| ha_1 | 22 |
| inv_1 | 9 |
| mux4_2 | 16 |
| dfstp_2 | 14 |
| xnor2_1 | 8 |
| clkdlybuf4s50_1 | 32 |
| nand2_1 | 178 |
| mux2_2 | 75 |
| nand4_1 | 4 |
| dlxtn_1 | 4 |
| conb_1 | 6 |
| o21ai_0 | 6 |
| buf_4 | 15 |
| a222oi_1 | 13 |
| nor2_1 | 43 |
| a211oi_2 | 4 |
| clkbuf_16 | 17 |
| a21oi_1 | 81 |
| nand3_1 | 10 |
Power is estimated from default activity; no workload was simulated.
